[flow/run.sh]
#!/bin/bash
# OpenROAD 26Q1-2900-gdf79404cd8, Yosys 0.63+post, stock flow scripts
make -C /OpenROAD-flow-scripts/flow DESIGN_CONFIG=/design/flow/config.mk WORK_HOME=/design/flow/orfs finish
[flow/config.mk]
export PLATFORM = sky130hd
export DESIGN_NAME = single_port_sync_ram
export DESIGN_NICKNAME = single_port_sync_ram
export VERILOG_FILES = /design/flow/design.v
export SDC_FILE = /design/flow/constraint.sdc
export NUM_CORES = 4
export LEC_CHECK = 1
export CORE_UTILIZATION = 30
[flow/constraint.sdc]
current_design single_port_sync_ram

set clk_period 2.3
set clk_io_pct 0.2

create_clock -name clk0 -period $clk_period [get_ports {clk}]

set non_clock_inputs [all_inputs -no_clocks]
set_input_delay [expr $clk_period * $clk_io_pct] -clock clk0 $non_clock_inputs
set_output_delay [expr $clk_period * $clk_io_pct] -clock clk0 [all_outputs]
[flow/design.v]
module single_port_sync_ram #(parameter ADDR_WIDTH = 4, DATA_WIDTH = 8, DEPTH = 16) (clk, addr, data, cs, we, oe);
	input clk;
	input [ADDR_WIDTH-1:0] addr;
	inout [DATA_WIDTH-1:0] data;
	input cs;
	input we;
	input oe;
	reg [DATA_WIDTH-1:0] tmp_data;
	reg [DATA_WIDTH-1:0] mem [DEPTH-1:0];
	always @ (posedge clk) begin
		if(cs & we)
			mem[addr] <= data;
	end
	always @ (posedge clk) begin
		if(cs & ~we)
			tmp_data <= mem[addr];
	end
	assign data  = cs & oe & ~we ? tmp_data : 'hz;
endmodule
==> run summary <==
Implementation results are summarized by area below.

Floorplan
In this run the vertical extent of the chip is 134.1 microns. For reference, the placement row count at floorplan is 47. In this run the standard cell core region covers 16820 sq um.

The initial core utilization is 0.3114. The floorplan die area is 17990 sq um. The number of ports placed on the die boundary is 16. The horizontal extent of the die is 134.1 microns.

GRT
The number of global-route vias before repair is 2628. The first global-routing pass estimated 15.18 mm of wire. The maximum number of pins on one net before global-route repair is 27.

The total global routing track utilization is 0.1241. The total global routing overflow is 0. The number of antenna violations at the first check in global routing came to 0.

Synth
The gate-level netlist out of Yosys references 18 unique cell types. Yosys printed 2 warnings. The count of instantiated cells in the yosys netlist is 234. The average cell area after synthesis is 22.38 sq um. After synthesis the netlist holds a flip-flop and latch count of 136.

Of the synthesized area, sequential elements account for 0.7797. The main area contributors are sky130_fd_sc_hd__edfxtp_1 78%, sky130_fd_sc_hd__mux4_1 8.0%, sky130_fd_sc_hd__mux4_2 6.9%. The area reported by Yosys stat is 5238 sq um. The share of synthesized area in the top cell type comes to 0.7797. The synthesized instance count is 234.

The synthesized design spends more area on one cell type than any other, namely sky130_fd_sc_hd__edfxtp_1. The summed instance area of the synthesized netlist is 5238 sq um.

Worst setup path
The kind of end point of the critical path is a register. The class of the most critical setup path is in -> reg. In this design, the largest share of critical-path delay is due to simple AND/OR/NAND/NOR gates. The worst-path maximum fanout is 11. The critical path's slowest cell is sky130_fd_sc_hd__nor2_1.

Per STA, the highest per-stage delay on the worst path measures 0.70 ns. According to the timing report, the data required time at the worst endpoint equals 2.57 ns. The buffer-and-inverter tally for the worst setup path is 1. STA puts the critical path data arrival time at 2.16 ns. The worst setup path is launched from a primary input.

Listed in order, past its start point the critical path passes clkdlybuf4s50_1, nor2_1, a22oi_1, nand2_1.

Final timing
The final worst-path cycle share is 0.8245. Hold timing on the final database bottoms out at a slack of 0.2871 ns. The highest clock rate this design can be run at is 0.5273 GHz.

Adding up every negative setup slack in the final design gives 0 ns. The worst clock skew on the final layout is 0.004632 ns. The pin closest to its max-slew limit shows a slew of 0.7830 ns. Setup repair after global routing left no endpoint under its margin.

In the final report, the number of endpoints failing setup comes to 0. The final hold violation count recorded for this run is 0. The worst path in the final design needs a cycle of 1.896 ns, including I/O delays and setup. Counting pins that exceed their max-slew limit in the final report gives 0. The worst slew slack as a fraction of its limit is 0.4761.

Route
The routed design ends up with an antenna cell count of 0. The overall routed net length is 9.618 mm. The total number of vias is 2457. The routed via count divided by cell count is 4.865. The first-pass iteration count of the detailed router is 4. TritonRoute output was used to compute an average wire per cell of 19.05 microns.

The number of DRC markers after the initial detailed-route iteration is 190. After detailed routing, the number of remaining DRC violations is 0. The number of nets still failing antenna checks after routing is 0.

Run
The number of warnings the tools reported is 26. The max-cap check violation count is 0.

Clock network
TritonCTS built the clock tree. The number of buffers inserted during clock tree synthesis is 17. The clock slew at the register clock pins of the worst setup and hold paths is 0.06 ns.

The later pin in the worst-skew pair is clocked with a latency of 0.40 ns. The post-cts resize count is 0. The maximum buffer depth of the clock tree is 2. The number of buffers inserted by post-CTS setup repair is 0. The cts-stage hold buffer count is 0. The number of clock sinks is 136. The library cell used as clock root buffer is sky130_fd_sc_hd__clkbuf_16. The maximum level of the CTS H-tree is 4.

Cells and area
The area growth from synthesis to layout is 20.45%. Per the final layout report, the fraction of cells sized above drive strength 1 comes to 0.2491. In the final layout, the multi-input gates occupy 1075 sq um. The layout has 1518 filler cells. The sequential cell area in the final layout is 4084 sq um.

Power
Of the total power, registers draw 0.498. The flow reported a cell area power density of 887.0 nW/um^2. The power report attributes to the clock group a share of 0.468. The power report puts the net switching power at 1.066 mW. Per the OpenROAD power report, leakage power amounts to 2.067 nW. The switching power share of the total is 0.1905. The share of total power dissipated in combinational logic is 0.033. IR analysis of the VDD net gives a maximum drop of 0.7861 mV.

The internal power component is 4.529 mW.

Place
Port buffering added 6 buffers. The global placement routability congestion is 0.7620. The HPWL after detailed placement is 5.870 mm.

Worst hold path
In this run the worst hold path is classified as in -> reg.

Run status
The run finished with clean final reports.
-- cells in the mapped netlist (all sizes together) --
cell type,number
a22oi,16
nor2b,3
nand2b,2
mux4,32
clkbuf,5
nand2,10
nand4,1
nand4b,2
or3,1
buf,8
and2,1
edfxtp,136
nor3,4
nor2,13
-- power by group through the flow --
stage / Sequential (mW) / Clock (mW) / Combinational, mW
CTS: 2.79 / 2.67 / 0.189
finish: 2.79 / 2.62 / 0.187
global route: 2.80 / 2.79 / 0.202
-- through the flow --
stage	total power [mW]	cell area, sq um	setup WS, ns	utilization	cells
finish	5.595	6309	0.4037	0.3751	505
global route	5.791	6309	0.3217	0.3751	505
CTS	5.653	6309	0.4604	0.3751	505
detailed placement	3.029	5722	0.05371	0.3402	473
global placement	3.023	5722	0.04051	0.3402	473
floorplan	2.949	5238	0.1179	-	234
-- sequential cells by signal, summed over array words and instances (netlist names) --
| register | cells |
|---|---|
| data | 8 |
| mem | 128 |
-- logic make-up (layout without fill, tap and decap cells) --
| logic type | Yosys count | in the layout | share of synthesized area |
|---|---|---|---|
| AOI/OAI and AO/OA | 16 | 16 | 0.02293 |
| muxes | 32 | 32 | 0.1491 |
| buffers and inverters | 13 | 64 | 0.01505 |
| and+or+nand+nor | 37 | 37 | 0.03321 |
| DFF | 136 | 136 | 0.7797 |
-- routing by layer --
layer / up-vias / part of all wire / track usage
met2: 102 / 0.48 / 0.1874
met1: 1262 / 0.40 / 0.1703
met5: - / 0 / 0
met4: 0 / 0.017 / 0.01998
li1: 1082 / - / -
met3: 11 / 0.10 / 0.06790
-- worst reg2reg max path: stages (launching register included) --
cell and delay [ns]:
sky130_fd_sc_hd__edfxtp_1 0.35, sky130_fd_sc_hd__mux4_1 0.52, sky130_fd_sc_hd__a22oi_1 0.28, sky130_fd_sc_hd__nand2_1 0.08
-- cells in the final DEF, fill, tap and decap left out, types with 2 or more instances in the layout --
cell,netlist,layout
sky130_fd_sc_hd__bufinv_16,0,3
sky130_fd_sc_hd__mux4_2,16,16
sky130_fd_sc_hd__nor2b_1,3,3
sky130_fd_sc_hd__buf_4,0,23
sky130_fd_sc_hd__clkinv_2,0,3
sky130_fd_sc_hd__nand4b_1,2,2
sky130_fd_sc_hd__clkbuf_16,0,17
sky130_fd_sc_hd__clkinv_1,0,3
sky130_fd_sc_hd__nand2b_1,2,2
sky130_fd_sc_hd__nor3_1,4,4
sky130_fd_sc_hd__a22oi_1,16,16
sky130_fd_sc_hd__mux4_1,16,16
sky130_fd_sc_hd__clkdlybuf4s50_1,0,5
sky130_fd_sc_hd__nand2_1,10,10
sky130_fd_sc_hd__edfxtp_1,136,136
sky130_fd_sc_hd__buf_12,0,3
sky130_fd_sc_hd__clkinvlp_4,0,2
sky130_fd_sc_hd__clkinv_4,0,3
sky130_fd_sc_hd__nor2_1,13,13
-- layout make-up --
type,instances,area share
Clock buffer,18,0.06803
Tap cell,220,0.04363
Timing Repair Buffer,32,0.04562
Clock inverter,14,0.02499
Multi-Input combinational cell,85,0.1704
Sequential cell,136,0.6474
-- path summary, 6_finish.rpt --
check	from	to	slack (ns)	cells after the start
min reg2reg	mem[8][5]	data[5]	0.76	3
max	addr[3]	data[2]	0.40	4
min	data[6]	mem[10][6]	0.29	0
max reg2reg	mem[1][2]	data[2]	0.81	3
Power figures rest on the tool's default switching activity, not on a simulated workload.
